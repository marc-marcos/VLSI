## /design/flow/design.v

```verilog
module decode_unit #(
    parameter REG_COUNT = 16
)(
    input  wire        clk,
    input  wire        rst_n,
    input  wire        instr_valid,
    input  wire [15:0] instr,
    output reg         decode_done,
    output reg  [3:0]  opcode,
    output reg  [3:0]  rd,
    output reg  [3:0]  rs,
    output reg  [3:0]  imm,
    output reg         hazard_stall
);
    reg [1:0] decode_counter;  
    reg [3:0] last_rd;
    wire      hazard_stall_next;
    assign hazard_stall_next = (last_rd == instr[7:4]) && instr_valid;
    always @(posedge clk) begin
        if (!rst_n) begin
            decode_done    <= 1'b0;
            hazard_stall   <= 1'b0;
            decode_counter <= 2'b00;
            opcode         <= 4'h0;
            rd             <= 4'h0;
            rs             <= 4'h0;
            imm            <= 4'h0;
            last_rd        <= 4'h0;
        end else begin
            decode_done <= 1'b0;  
            hazard_stall <= hazard_stall_next;
            if (instr_valid && !hazard_stall_next) begin
                decode_counter <= 2'b10;
                opcode         <= instr[15:12];
                rd             <= instr[11:8];
                rs             <= instr[7:4];
                imm            <= instr[3:0];
                last_rd        <= instr[11:8];
            end
            if (decode_counter != 0 && !hazard_stall) begin
                decode_counter <= decode_counter - 1;
                if (decode_counter == 1)
                    decode_done <= 1'b1;
            end
        end
    end
endmodule
```

## /design/flow/run.sh

```bash
#!/bin/bash
# OpenROAD 26Q1-2900-gdf79404cd8, Yosys 0.63+post, stock flow scripts
make -C /OpenROAD-flow-scripts/flow DESIGN_CONFIG=/design/flow/config.mk WORK_HOME=/design/flow/orfs finish
```

## /design/flow/config.mk

```make
export PLATFORM = sky130hd
export DESIGN_NAME = decode_unit
export DESIGN_NICKNAME = decode_unit
export VERILOG_FILES = /design/flow/design.v
export SDC_FILE = /design/flow/constraint.sdc
export NUM_CORES = 4
export LEC_CHECK = 1
export CORE_AREA = 10 10 95 95
export DIE_AREA = 0 0 105 105
```

## /design/flow/constraint.sdc

```tcl
current_design decode_unit

set clk_period 2.6
set clk_io_pct 0.2

create_clock -name clk0 -period $clk_period [get_ports {clk}]

set non_clock_inputs [all_inputs -no_clocks]
set_input_delay [expr $clk_period * $clk_io_pct] -clock clk0 $non_clock_inputs
set_output_delay [expr $clk_period * $clk_io_pct] -clock clk0 [all_outputs]
```

==> flow_summary_export.csv <==
group,metric,value,unit
critical_path,startpoint_type,"input pin",
clock_network,clock-sinks,20,
drt,ant_nets,0,
synthesis,yosys_area,868,µm²
hold_path,hold_start,"imm[1]",
synthesis,top_cells_by_area,"dfxtp_1 (46%), mux2i_1 (18%), nand2_1 (14%), xor2_1 (4.0%), ha_1 (2.9%)",
placement,place_congestion,0.704,
critical_path,crit_type,"in2reg",
synthesis,ys.flops,20,
drt,wl_per_cell,10.7,µm
final_layout,drive_above_1_share,7.63,%
synthesis,syn_inst,93,
drt,vias_per_cell,3.12,
pwr,p_int,663,µW
drt,drc,0,
pwr,p_clk_share,35.8,%
die,ios,37,
die,die_w,105,µm
drt,first_iter_violations,20,
hold_path,hold_class,"reg2reg",
die,die-area,11000,µm²
critical_path,rr_worst_depth,4,
synthesis,mappedNetlistArea,868,µm²
clock_network,root_buffer,"clkbuf_8",
pwr,vdd_drop_max,0.160,mV
clock_network,ctsHoldBuffers,0,
grt,grt_pass1_wl,3790,µm
grt,grt_pass1_vias,713,
pwr,p_seq_share,41.7,%
critical_path,arrival,2.05,ns
clock_network,clk_latency,0.26,ns
final_layout,final_area,1420,µm²
pwr,power-per-cell-area,619,nW/µm²
pwr,power,876,µW
grt,grt_max_degree,23,
critical_path,worstPathCellList,"clkdlybuf4s50_1 > xor2_1 > o41ai_4 > buf_4 > mux2i_1",
placement,placed_area,1340,µm²
run,max_cap_violations,0,
critical_path,crit_fanout,12,
critical_path,cp_data_required_time,2.79,ns
critical_path,slowest_stage,"clkdlybuf4s50_1",
final_timing,setup_tns,0,ns
final_timing,slew-limit-headroom,74.1,%
drt,firstDrtPassIters,2,
clock_network,cts_made_buffers,3,
pwr,swShare,24.3,%
grt,grt_usage,4.18,%
grt,grt-ovfl-total,0,
clock_network,ctsResizeCount,0,
hold_path,hold_depth,2,
final_timing,finalHoldViolCount,0,
final_layout,areaGrowthSynthToFinish,63.0,%
critical_path,rrSetupSlack,1.12,ns
synthesis,top_area_share,46.1,%
synthesis,avgSynthCellArea,9.34,µm²
hold_path,worstHoldEndpoint,"imm[1]",
critical_path,slowest_delay,0.45,ns
critical_path,worstReg2RegStart,"rd[1]",
drt,antennaDiodeCount,0,
drt,vias,708,
final_timing,tightest_slew,0.387,ns
placement,place_ws,0.473,ns
clock_network,cts_tree,"built",
clock_network,cts_buffer_depth,2,
clock_network,cts_htree_levels,1,
outcome,status,"complete, no violations",
die,die_h,105,µm
critical_path,crit_path_end_kind,"register",
synthesis,ys_warn_count,1,
synthesis,ys_cells,93,
final_timing,grt_setup_unrepaired,"false",
placement,dpl.hpwl,1970,µm
final_timing,finClkSkew,0.00227,ns
clock_network,cts_setup_buffers,0,
grt,antenna_found_initial,0,
final_timing,max_freq,538,MHz
final_timing,holdWs,0.462,ns
die,fp_util,12.6,%
final_timing,min_period,1.86,ns
die,row_count,30,
placement,io_buffer_count,36,
pwr,combPwrFrac,22.6,%
final_timing,period_used_share,71.4,%
synthesis,yosysTopAreaCell,"dfxtp_1",
final_timing,finalMaxSlewViolations,0,
pwr,power.switching,213,µW
final_timing,fin_ws,0.743,ns
clock_network,clk_pin_slew,0.08,ns
synthesis,ys_seq_share,46.1,%
run,tool_warnings,26,
final_layout,fill_cells,765,
synthesis,synth.distinct_cells,16,
drt,routed_wl,2430,µm
final_timing,setup_viol,0,
die,core-area,6910,µm²
pwr,p_leak,0.587,nW
critical_path,r2r-end,"rs[1]",
-- stage by stage --
step / cells / util (%)
2_1_floorplan: 93 / -
6_report: 227 / 20.5
5_1_grt: 227 / 20.5
3_5_place_dp: 223 / 19.5
3_3_place_gp: 223 / 19.5
4_1_cts: 227 / 20.5
-- cells in the final DEF (no fill, tap or decap), drive strengths merged, types with 2 or more instances in the layout --
| cell | instances |
|---|---|
| clkdlybuf4s50 | 36 |
| mux2i | 16 |
| ha | 2 |
| inv | 3 |
| nand2 | 32 |
| xor2 | 4 |
| buf | 4 |
| dfxtp | 20 |
| clkbuf | 3 |
| and3 | 2 |
| nor2 | 3 |
-- critical path, delay by kind of cell --
kind	cells	cell delay (ns)
compound gates	1	0.38
xor+xnor	1	0.21
buf+inv	2	0.74
mux	1	0.20
-- flip-flops by register name, summed over array words and instances (netlist names) --
register	count
decode_counter	2
decode_done	1
hazard_stall	1
imm	4
opcode	4
rd	4
rs	4
-- cells in the mapped netlist --
cell and number:
nor3_1 1, buf_12 1, nor4_1 1, clkbuf_1 4, buf_6 1, o41ai_2 1, xor2_1 4, ha_1 2
nand2_1 32, dfxtp_1 20, and3_1 2, inv_1 3, a221oi_1 1, a22o_2 1, mux2i_1 16, nor2_1 3
-- power groups by stage --
stage	Sequential, mW	Clock (mW)	Combinational (mW)
after CTS	0.367	0.328	0.203
after global routing	0.371	0.337	0.231
final	0.365	0.313	0.198
-- layer usage --
layer / GRT usage [%] / part of all wire (%) / routed length (µm)
met1: 5.38 / 46 / 1120
met2: 6.36 / 44 / 1080
met3: 1.74 / 7.9 / 192
met4: 0.980 / 1.6 / 40
met5: 0 / 0 / 0
-- final cells by class --
class / count / area (µm²) / share of cell area [%]
well taps: 96 / 120 / 8.49
repair buffers: 40 / 390 / 27.6
inverters: 3 / 11.3 / 0.796
flip-flops and latches: 20 / 400 / 28.3
clock buffers: 3 / 41.3 / 2.92
clock inverters: 1 / 30.0 / 2.12
multi-input cells: 64 / 422 / 29.8
-- worst max-delay path by stage --
stage,from,to,cells past startpoint
5_1_grt,instr[7],decode_counter[1],5
4_1_cts,instr[4],rs[1],5
6_report,instr[4],rs[1],5
-- cells by family (layout without fill, tap and decap cells) --
family | Yosys count | in the layout | synth area share (%)
and+or+nand+nor | 39 | 39 | 17.9
xor gates and xnor gates | 4 | 4 | 4.03
muxes | 16 | 16 | 18.4
adders and majority gates | 2 | 2 | 2.88
DFF | 20 | 20 | 46.1
AOI/OAI and AO/OA | 3 | 3 | 4.04
buffers and inverters | 9 | 47 | 6.63
Power and IR drop assume default switching activity.
