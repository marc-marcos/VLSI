==> flow/design.v <==
module fetch_unit (
    input wire clk,
    input wire rst_n,
    input wire       pc_en,
    input wire       branch_en,
    input wire [7:0] branch_addr,
    output reg [15:0] instr
);
  reg [7:0] pc;
  reg [7:0] next_pc;
  reg [15:0] mem[0:255];
  integer i;
  initial begin
    for (i = 0; i < 256; i = i + 1) mem[i] = i;   
  end
  always @* begin
    if (branch_en) next_pc = branch_addr;
    else if (pc_en) next_pc = pc + 2;
    else next_pc = pc;
  end
  always @(posedge clk) begin
    if (!rst_n) begin
      pc    <= 8'h00;
      instr <= mem[8'h00];
    end else begin
      pc    <= next_pc;
      instr <= mem[next_pc];
    end
  end
endmodule
==> flow/run.sh <==
#!/bin/bash
# OpenROAD 26Q1-2900-gdf79404cd8, Yosys 0.63+post, stock flow scripts
make -C /OpenROAD-flow-scripts/flow DESIGN_CONFIG=/design/flow/config.mk WORK_HOME=/design/flow/orfs finish
==> flow/config.mk <==
export PLATFORM = sky130hd
export DESIGN_NAME = fetch_unit
export DESIGN_NICKNAME = fetch_unit
export VERILOG_FILES = /design/flow/design.v
export SDC_FILE = /design/flow/constraint.sdc
export NUM_CORES = 4
export LEC_CHECK = 1
export CORE_AREA = 10 10 70 70
export DIE_AREA = 0 0 80 80
==> flow/constraint.sdc <==
current_design fetch_unit

set clk_period 1.3
set clk_io_pct 0.2

create_clock -name clk0 -period $clk_period [get_ports {clk}]

set non_clock_inputs [all_inputs -no_clocks]
set_input_delay [expr $clk_period * $clk_io_pct] -clock clk0 $non_clock_inputs
set_output_delay [expr $clk_period * $clk_io_pct] -clock clk0 [all_outputs]
==> out/results.ini <==
[synthesis]
ys_seq_frac=0.345
synth_cell_types=23
largest_area_cell=dfxtp_1
synthFlopType=dfxtp_1
ys.flops=8
syn_area_um2=464
synthArstFlopShare=0
top_area_frac=0.345
synthTopCellsByArea=dfxtp_1, buf_4, o21ai_0
ys_chip_area_um2=464
yosys_cells=54
netlist_instances=54
edf_count=0
yosysWarnings=1
syn_area_per_cell_um2=8.60

[sta]
finalSetupViolations=0
hold_viol_final=0
finalWorstPathRequiredPeriod_ps=1260
max_freq_mhz=791
setup_ws_ps=36.3
finalClockPeriodUsage=0.972
skew_ps=2.61
drv_slew=0
rsz0062_at_grt=no

[finish]
largest_register_ffs=8
final_cell_mix=buf_4, clkdlybuf4s50_1, conb_1
lay_top_count=buf_4
top_register=instr
fill_cells=381
layout-drive-gt1-share=0.302
synthToLayoutAreaGrowth_pct=73.6
top_regs=instr (8)
final_cells=132

[die]
fp_util=0.136
die_h_um=80
core_area_um2=3420
die_area_um2=6400
io_pins=28
std_cell_rows=21
die_w_um=80

[detailed_routing]
via_per_inst=3.50
antenna_left=0
antennaDiodeCount=0
initialDrtViolationCount=13
via_count=462
first_pass_iters=4
drc=0
routedWlPerCell_um=10.5
drt-total-wl_mm=1.39

[setup_path]
endpoint_kind=flop
r2r_slack_ps=60
arrival_ps=1410
critPathKind=input pin to flop
cp_max_fo=4
crit_path_start=pc_en
r2r-start=instr[1]$_SDFFE_PN0P_
crit_required_ps=1450
startpoint_type=input pin

[run_status]
status=finished clean

[place]
io_buffers=19
place_congestion=0.770
dp_hpwl_mm=1.12
placed_cells_incl_taps=124
post-place-ws_ps=-196

[global_route]
grt_pass1_wl_mm=2.15
overflow=0
grtUsageTotal=0.0418
grt_pass1_vias=478
grt_max_degree=9
antenna_found_initial=0

[clocking]
htree_levels=1
clk_pin_slew_worst_paths_ps=50
hold_buffers=0
clk_latency_ps=250
root_buffer=clkbuf_4
cts_tree=yes
cts_sinks=8
cts-buffers-inserted=3
cts.path.max_buffers=2

[pwr]
p_per_area_nw_per_um2=764
p_leak_nw=0.366
peakVddDrop_mv=0.487

[hold_path]
holdCritPathClass=flop to flop
hp-start=instr[0]$_SDFFE_PN0P_

[job]
max_cap_viol_count=0
warning_count=25

[synth_stat cells, drive strengths merged (2+ instances only)]
cell   n
buf    9
dfxtp  8
o21ai  8
nand2  4
a21oi  2
a31oi  2
and2   2
mux2i  2
nand3  2
nand4  2
or3    2
xnor2  2
xor2   2
[path summary, 6_finish.rpt]
path | endpoint | cells after the start
min | instr[0]$_SDFFE_PN0P_ | 2
min reg2reg | instr[0]$_SDFFE_PN0P_ | 2
max reg2reg | instr[7]$_SDFFE_PN0P_ | 5
max | instr[2]$_SDFFE_PN0P_ | 5
[cells by family (layout without fill, tap and decap cells)]
family	Yosys count	after routing	synth area share
AND-OR/OR-AND	13	13	0.156
XOR/XNOR	4	4	0.0755
adder cells (fa/ha/maj)	1	1	0.0269
buffers and inverters	11	36	0.170
flip-flops	8	8	0.345
multiplexers	2	2	0.0431
other	1	8	0.00808
AND/OR/NAND/NOR	14	14	0.175
[power by group]
group | internal [mW] | total [mW] | switching (mW)
Clock | 0.105 | 0.188 | 0.0821
Sequential | 0.265 | 0.273 | 0.00812
Combinational | 0.0972 | 0.155 | 0.0579
[area by class of cell]
class	count	area [um^2]	area share
multi-input cells	42	269	0.334
clock buffers	3	22.5	0.0280
well taps	46	57.6	0.0714
repair buffers	32	282	0.349
inverters	1	3.75	0.00466
flip-flops and latches	8	171	0.213
[metrics by stage]
stage               total power [mW]  setup TNS [ps]  hold WS (ps)  area, um^2  utilization
floorplan                      0.343               0           382         490            -
global placement               0.421            -778           507         723        0.212
detailed placement             0.421            -916           512         723        0.212
CTS                            0.617               0           518         786        0.230
global route                   0.659               0           571         806        0.236
finish                         0.616               0           513         806        0.236
[critical path, stage by stage]
cell	delay, ps
clkdlybuf4s50_1	550
buf_4	160
mux2i_1	200
o21ai_0	90
and2_1	150
[timing repair]
item / in CTS / in global routing
resized: 15 / 4
setup buffers: 5 / 0
endpoints found under the setup margin: 8 / 5
pin swaps: 0 / 2
[per-layer routing]
metal,vias up,share of wire,track usage
met3,0,0.15,0.0295
li1,236,-,-
met1,200,0.50,0.0612
met5,-,0,0
met4,0,0,0.00352
met2,26,0.35,0.0490
No activity file was given, so power comes from the tool's default toggle rates.
